`flow/design.v`:
```
module My_Master (HREADY,HRESETn,HCLK,HRDATA,WRITE,ADDR,WDATA,HADDR,HWRITE,HWDATA,RDATA); 
	input HRESETn, HCLK, WRITE, HREADY; 
    input [31:0] ADDR, WDATA, HRDATA;
	output reg HWRITE;
    output reg[31:0] RDATA, HADDR, HWDATA; 
    reg[31:0] HADDR_D, HWDATA_D, WDATA_D, RDATA_D;  
    reg[31:0] ADDR_CLKEDGE;  
    reg[2:0] state, next_state, prev_state;   
    parameter RESET_STATE=0, READ_STATE=1, WRITE_STATE=2, WAIT_STATE=3;
    always @(posedge HCLK) begin
        if(HRESETn == 1'b0) begin
            HADDR_D <= 32'b0;
            HWDATA_D <= 32'b0;
            RDATA_D <= 32'b0;
            WDATA_D <= 32'b0;
            ADDR_CLKEDGE <= 32'b0;
        end
        else begin
            HADDR_D <= HADDR;
            HWDATA_D <= HWDATA;
            RDATA_D <= RDATA;
            WDATA_D <= WDATA;
            ADDR_CLKEDGE <= ADDR;
        end
    end
    always @(posedge HCLK) begin
        if(HRESETn == 1'b0) begin
            state <= RESET_STATE;
        end
        else begin
            state <= next_state;
        end
        prev_state <= state;   
    end
    always @(state, WRITE, HREADY) begin
        case (state)
            RESET_STATE:
                if (WRITE == 1'b0) begin
                    next_state <= READ_STATE;
                end
                else if (WRITE == 1'b1) begin
                    next_state <= WRITE_STATE;
                end
            READ_STATE:
                if(WRITE == 1'b0) begin
                    next_state <= READ_STATE;
                end
                else if(WRITE == 1'b1) begin
                    next_state <= WRITE_STATE;
                end
            WRITE_STATE:
                if(WRITE == 1'b0) begin
                    next_state <= READ_STATE;
                end
                else if(WRITE == 1'b1) begin
                    next_state <= WRITE_STATE;
                end
            endcase
        end 
    always @(state, HREADY, ADDR_CLKEDGE) begin
        if(state == RESET_STATE) begin
            HWRITE <= 1'b0;
            RDATA  <= 32'b0;
            HADDR  <= 32'b0;
            HWDATA <= 32'b0;
        end
        else if (state == READ_STATE) begin  
            HWRITE <= WRITE;
            if(HREADY == 1'b1) begin
                RDATA <= HRDATA;
                HADDR <= ADDR_CLKEDGE;
                HWDATA <= HWDATA_D;
                if(prev_state == WRITE_STATE) begin
                    HWDATA  <= HWDATA_D;
                end
            end
            else if (HREADY == 1'b0) begin
                HADDR <= HADDR_D;
                RDATA <= RDATA_D;
                HWDATA <= HWDATA_D;
           end
        end   
        else if (state == WRITE_STATE) begin  
            HWRITE <= WRITE;
            if(HREADY == 1'b1) begin
                HADDR <= ADDR_CLKEDGE;
                RDATA <= RDATA_D;
                HWDATA <= WDATA_D;
                if(prev_state == READ_STATE) begin
                    RDATA <= HRDATA;
                end
            end 
            else if(HREADY == 1'b0) begin
                HADDR <= HADDR_D;
                RDATA <= RDATA_D;
                HWDATA <= HWDATA_D;
            end
        end  
    end
endmodule
```
`flow/run.sh`:
```
#!/bin/bash
# OpenROAD 26Q1-2900-gdf79404cd8, Yosys 0.63+post, stock flow scripts
make -C /OpenROAD-flow-scripts/flow DESIGN_CONFIG=/design/flow/config.mk WORK_HOME=/design/flow/orfs finish
```
`flow/config.mk`:
```
export PLATFORM = sky130hd
export DESIGN_NAME = My_Master
export DESIGN_NICKNAME = My_Master
export VERILOG_FILES = /design/flow/design.v
export SDC_FILE = /design/flow/constraint.sdc
export NUM_CORES = 4
export LEC_CHECK = 1
export CORE_UTILIZATION = 30
```
`flow/constraint.sdc`:
```
current_design My_Master

set clk_period 1.0
set clk_io_pct 0.2

create_clock -name clk0 -period $clk_period [get_ports {HCLK}]

set non_clock_inputs [all_inputs -no_clocks]
set_input_delay [expr $clk_period * $clk_io_pct] -clock clk0 $non_clock_inputs
set_output_delay [expr $clk_period * $clk_io_pct] -clock clk0 [all_outputs]
```
==> qor.yml <==
placement:
  numPortBuffers: 196
  dp_hpwl_mm: 10.5
  gp_congestion: 0.761
route:
  firstDrtPassIters: 4
  met3_length_mm: 1.27
  dr_total_vias: 5110
  routed.top_layer: "met4"
  wl_met2_mm: 7.82
  viasPerCell: 4.27
  wl_per_cell_um: 14.6
  drc_errors: 0
  ant_nets: 0
  wl_met1_mm: 8.32
  drt-initial-drc-count: 306
  antenna_cells: 0
  wl_mm: 17.5
cts:
  cts_tree: "done"
  root_buffer: "clkbuf_16"
  hold_buffers: 0
  clk_pin_slew_worst_paths_ps: 70
  clk_latency_ps: 410
  cts_buffers: 17
  cts-resized-gates: 0
  clock_tree.buffer_depth: 2
  cts_setup_buffers: 0
  htreeDepth: 4
worst_hold_path:
  hp-class: "input port to register"
  hold_start: "HRESETn"
  holdPathEnd: "ADDR_CLKEDGE[12]"
  whs_path_depth: 2
flow_run:
  max_cap_viol_count: 0
  warning_count: 25
floorplanning:
  die-area_um2: 26800
  pin_count: 197
  die_w_um: 164
  rows: 58
  fp.coreArea_um2: 25400
  die_y_um: 164
  fp_util: 0.308
logic_synthesis:
  avgSynthCellArea_um2: 11.6
  ys_ff: 263
  synth-main-ff-cell: "dfxtp_1"
  edf_count: 0
  ys_cells: 677
  synth_area_um2: 7830
  ys_warn_count: 1
  yosys-stat-area_um2: 7830
  area_leaders: "dfxtp_1 (42%), dlxtn_1 (19%), and2_1 (13%)"
  largest_area_cell: "dfxtp_1"
  top_area_frac: 0.419
  ys_types: 21
  synthTopCellsByCount: "and2_1 (164), dfxtp_1 (164), dlxtn_1 (99), nor2_1 (34)"
  async_flop_share: 0
  syn_inst: 677
power:
  p_total_w: 0.0146
  power.density_nw_per_um2: 1380
  peakVddDrop_v: 0.00105
  p_leak_nw: 4.39
cells_and_area:
  synthToLayoutAreaGrowth_pct: 35.3
  nFillCells: 2385
  drive_gt1_frac: 0.126
worst_setup_path:
  crit_chain: "clkdlybuf4s50_1 > and2_1"
  cp_num_buf_inv: 1
  cp-start-kind: "input port"
  reg2regPathDepth: 0
  crit_family: "buffers and inverters"
  arrival_ps: 800
  rrSetupSlack_ps: 540
  r2r_end: "prev_state[0]"
  path_class: "input port to register"
  cp.required_ps: 1320
  crit_path_max_incr_delay_ps: 430
  crit_path_end_kind: "register"
  cp_max_fo: 1
  reg2reg_from: "state[0]"
  cpMaxStageDelayCell: "clkdlybuf4s50_1"
global_route:
  grt_max_degree: 53
  track_usage: 0.137
  grt_antenna_before_repair: 0
  first_global_vias: 5235
  grt_overflow: 0
  grt_pass1_wl_mm: 28.0
timing:
  unconstrained_endpoints: 196
  timing.slew.headroom: 0.505
  setup_viol: 0
  final_hold_viol_count: 0
  fmax_ghz: 2.09
  rsz0062_at_grt: "false"
  drv_slew: 0
  unclocked_regs: 99
  period_used_share: 0.479
  skew_ps: 0.0869
  worst_slew_pin_slew_ps: 742
  tns_ps: 0
  post-route-min-period_ps: 479
run_status:
  status: "finished, final reports clean"
[layer usage]
| metal | vias to the layer above | global-route usage |
|---|---|---|
| met3 | 6 | 0.0406 |
| met5 | - | 0 |
| li1 | 2599 | - |
| met4 | 0 | 0.0109 |
| met2 | 123 | 0.217 |
| met1 | 2382 | 0.197 |
[stage by stage]
step | utilization | area, um^2 | std cells | setup WS (ps) | hold slack, ps
detailed placement | 0.393 | 9990 | 1165 | 82.1 | 338
CTS | 0.417 | 10600 | 1197 | 533 | 131
floorplan | - | 7830 | 677 | 98.2 | 327
finish | 0.417 | 10600 | 1197 | 521 | 143
global placement | 0.393 | 9990 | 1165 | 83.2 | 339
global route | 0.417 | 10600 | 1197 | 510 | 128
[report_power, final]
group / total [W] / internal [W] / leakage [nW] / switching, W
Sequential: 0.00681 / 0.00676 / 2.11 / 0.0000478
Clock: 0.00672 / 0.00387 / 0.290 / 0.00285
Combinational: 0.00110 / 0.000668 / 1.99 / 0.000431
Total: 0.0146 / 0.0113 / 4.39 / 0.00333
[sequential cells by signal, summed over array words and instances (netlist names), 32 cells and up]
| name | flops |
|---|---|
| RDATA | 32 |
| ADDR_CLKEDGE | 32 |
| HADDR_D | 32 |
| WDATA_D | 32 |
| HWDATA | 32 |
| HWDATA_D | 32 |
| RDATA_D | 32 |
| HADDR | 32 |
[logic make-up (layout without fill, tap and decap cells)]
logic type,after synthesis,in the layout,synth area share
AOI/OAI and AO/OA,65,65,0.0833
DFF,164,164,0.419
and+or+nand+nor,233,233,0.176
latches,99,99,0.190
muxes,64,64,0.0874
buffers and inverters,52,242,0.0439
[how the worst max path moves through the flow]
stage     slack (ps)  cells after the start          endpoint  startpoint
4_1_cts          530                      0     prev_state[0]    state[0]
5_1_grt          510                      0     prev_state[0]    state[0]
6_report         520                      2  ADDR_CLKEDGE[30]    ADDR[30]
[area by class of cell]
cell class              count  area (um^2)  share of cell area
well taps                 330          413              0.0390
clock inverters            12          144              0.0136
repair buffers            209         2080               0.196
flip-flops and latches    263         4770               0.450
clock buffers              20          457              0.0431
multi-input cells         362         2720               0.257
inverters                   1         3.75            0.000354
[cells in the final DEF, fill, tap and decap left out, drive strengths merged]
cell type      instances
clkdlybuf4s50        194
dfxtp                164
and2                 164
dlxtn                 99
nor2                  34
nand2b                33
mux2i                 32
a22o                  32
mux2                  32
o221a                 32
clkbuf                20
buf                   15
inv                    6
clkinv                 3
bufinv                 2
clkinvlp               2
a21boi                 1
or2                    1
nor2b                  1
No activity file was given, so power comes from the tool's default toggle rates.
